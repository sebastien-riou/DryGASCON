## /design/flow/run.sh

```bash
#!/bin/bash
# OpenROAD 26Q1-2900-gdf79404cd8, Yosys 0.63+post, stock flow scripts
make -C /OpenROAD-flow-scripts/flow DESIGN_CONFIG=/design/flow/config.mk WORK_HOME=/design/flow/orfs finish
```

## /design/flow/config.mk

```make
export PLATFORM = sky130hd
export DESIGN_NAME = drygascon128_apb3
export DESIGN_NICKNAME = drygascon128_apb3
export VERILOG_FILES = /design/flow/design.v
export SDC_FILE = /design/flow/constraint.sdc
export NUM_CORES = 4
export LEC_CHECK = 1
export CORE_UTILIZATION = 40
```

## /design/flow/constraint.sdc

```tcl
current_design drygascon128_apb3

set clk_period 50.2
set clk_io_pct 0.2

create_clock -name clk0 -period $clk_period [get_ports {toplevel_io_mainClk}]

set non_clock_inputs [all_inputs -no_clocks]
set_input_delay [expr $clk_period * $clk_io_pct] -clock clk0 $non_clock_inputs
set_output_delay [expr $clk_period * $clk_io_pct] -clock clk0 [all_outputs]
```

## /design/flow/design.v

```verilog
module drygascon128_apb3 (
      input  [7:0] io_apb_PADDR,
      input  [0:0] io_apb_PSEL,
      input   io_apb_PENABLE,
      output  io_apb_PREADY,
      input   io_apb_PWRITE,
      input  [31:0] io_apb_PWDATA,
      output reg [31:0] io_apb_PRDATA,
      output  io_apb_PSLVERROR,
      input   toplevel_resetCtrl_systemReset,
      input   toplevel_io_mainClk);
  wire  _zz_1_;
  wire [31:0] core_dout;
  wire  core_idle;
  wire  selected;
  wire  askWrite;
  wire  askRead;
  wire  doWrite;
  wire  doRead;
  reg  start;
  reg [3:0] ds;
  reg [3:0] rounds;
  reg  rd_c;
  reg  wr_c;
  reg  rd_r;
  reg  wr_x;
  reg  wr_i;
  wire [31:0] ctrl;
  wire [31:0] zeroes;
  wire  ctrl_hit;
  drygascon128 core (
    .clk(toplevel_io_mainClk),
    .clk_en(_zz_1_),
    .rst(toplevel_resetCtrl_systemReset),
    .din(io_apb_PWDATA),
    .ds(ds),
    .wr_i(wr_i),
    .wr_c(wr_c),
    .wr_x(wr_x),
    .rounds(rounds),
    .start(start),
    .rd_r(rd_r),
    .rd_c(rd_c),
    .dout(core_dout),
    .idle(core_idle)
  );
  assign _zz_1_ = 1'b1;
  assign selected = (io_apb_PSEL[0] && io_apb_PENABLE);
  assign askWrite = (selected && io_apb_PWRITE);
  assign askRead = (selected && (! io_apb_PWRITE));
  assign doWrite = ((selected && io_apb_PREADY) && io_apb_PWRITE);
  assign doRead = ((selected && io_apb_PREADY) && (! io_apb_PWRITE));
  assign zeroes = (1'b0 ? (32'b11111111111111111111111111111111) : (32'b00000000000000000000000000000000));
  assign ctrl = {{{{core_idle,zeroes[30 : 9]},start},ds},rounds};
  assign io_apb_PSLVERROR = 1'b0;
  assign io_apb_PREADY = 1'b1;
  always @ (*) begin
    rd_c = 1'b0;
    wr_c = 1'b0;
    rd_r = 1'b0;
    wr_x = 1'b0;
    wr_i = 1'b0;
    io_apb_PRDATA = (32'b00001110101011011011111011101111);
    if(selected)begin
      case(io_apb_PADDR)
        8'b00000000 : begin
          io_apb_PRDATA = ctrl;
        end
        8'b00000100 : begin
          io_apb_PRDATA = core_dout;
          rd_c = (! doWrite);
          wr_c = doWrite;
        end
        8'b00001000 : begin
          io_apb_PRDATA = core_dout;
          rd_r = (! doWrite);
          wr_i = doWrite;
        end
        8'b00001100 : begin
          wr_x = doWrite;
        end
        default : begin
        end
      endcase
    end
  end
  assign ctrl_hit = (selected && (io_apb_PADDR == (8'b00000000)));
  always @ (posedge toplevel_io_mainClk or posedge toplevel_resetCtrl_systemReset) begin
    if (toplevel_resetCtrl_systemReset) begin
      start <= 1'b0;
      ds <= (4'b0000);
      rounds <= (4'b1011);
    end else begin
      start <= 1'b0;
      if((doWrite && ctrl_hit))begin
        rounds <= io_apb_PWDATA[3 : 0];
        ds <= io_apb_PWDATA[7 : 4];
        start <= io_apb_PWDATA[8];
      end
    end
  end
endmodule
`timescale 1ns / 1ps
`default_nettype none
module birotr(
    input wire [64-1:0] din,
    input wire [ 6-1:0] shift,
    output reg [64-1:0] out
    );
wire [32-1:0] i0 = din[0*32+:32];
wire [32-1:0] i1 = din[1*32+:32];
wire [ 6-1:0] shift2 = shift>>1;
wire [ 6-1:0] shift3 = (shift2 + 1'b1) % 6'd32;
always @* begin
    if(shift & 1'b1) begin
        out[ 0+:32] = (i1>>shift2) | (i1 << (6'd32-shift2));
        out[32+:32] = (i0>>shift3) | (i0 << (6'd32-shift3));
    end else begin
        out[ 0+:32] = (i0>>shift2) | (i0 << (6'd32-shift2));
        out[32+:32] = (i1>>shift2) | (i1 << (6'd32-shift2));
    end
end
endmodule
module gascon5_round(
    input wire [320-1:0] din,
    input wire [4-1:0] round,
    output reg [320-1:0] out
    );
wire [5*6-1:0] rot_lut0 = {6'd07,6'd10,6'd01,6'd61,6'd19};
wire [5*6-1:0] rot_lut1 = {6'd40,6'd17,6'd06,6'd38,6'd28};
reg [7:0] round_constant;
always @* round_constant = (((4'hf - round)<<4) | round);
reg [320-1:0] add_constant_out;
always @* add_constant_out = din ^ {{5*64-8-2*64{1'b0}},round_constant,{2*64{1'b0}}};
reg [320-1:0] sbox_stage0;
always @* begin
    sbox_stage0 = add_constant_out;
    sbox_stage0[0*64+:64] =  add_constant_out[0*64+:64] ^ add_constant_out[4*64+:64];
    sbox_stage0[2*64+:64] =  add_constant_out[2*64+:64] ^ add_constant_out[1*64+:64];
    sbox_stage0[4*64+:64] =  add_constant_out[4*64+:64] ^ add_constant_out[3*64+:64];
end
reg [320-1:0] t;
always @* begin
    t[0*64+:64] =  (~sbox_stage0[0*64+:64]) & sbox_stage0[1*64+:64];
    t[1*64+:64] =  (~sbox_stage0[1*64+:64]) & sbox_stage0[2*64+:64];
    t[2*64+:64] =  (~sbox_stage0[2*64+:64]) & sbox_stage0[3*64+:64];
    t[3*64+:64] =  (~sbox_stage0[3*64+:64]) & sbox_stage0[4*64+:64];
    t[4*64+:64] =  (~sbox_stage0[4*64+:64]) & sbox_stage0[0*64+:64];
end
reg [320-1:0] sbox_stage1;
always @* begin
    sbox_stage1[0*64+:64] =  sbox_stage0[0*64+:64] ^ t[1*64+:64];
    sbox_stage1[1*64+:64] =  sbox_stage0[1*64+:64] ^ t[2*64+:64];
    sbox_stage1[2*64+:64] =  sbox_stage0[2*64+:64] ^ t[3*64+:64];
    sbox_stage1[3*64+:64] =  sbox_stage0[3*64+:64] ^ t[4*64+:64];
    sbox_stage1[4*64+:64] =  sbox_stage0[4*64+:64] ^ t[0*64+:64];
end
reg [320-1:0] sbox_stage2;
always @* begin
    sbox_stage2 = sbox_stage1;
    sbox_stage2[1*64+:64] =  sbox_stage1[1*64+:64] ^ sbox_stage1[0*64+:64];
    sbox_stage2[3*64+:64] =  sbox_stage1[3*64+:64] ^ sbox_stage1[2*64+:64];
    sbox_stage2[0*64+:64] =  sbox_stage1[0*64+:64] ^ sbox_stage1[4*64+:64];
end
reg [320-1:0] sbox_stage3;
always @* begin
    sbox_stage3 = sbox_stage2;
    sbox_stage3[2*64+:64] = ~sbox_stage2[2*64+:64];
end
wire [320-1:0] lin_layer_r0;
wire [320-1:0] lin_layer_r1;
birotr u_birotr00(.out(lin_layer_r0[0*64+:64]), .din(sbox_stage3[0*64+:64]), .shift(6'd19));
birotr u_birotr10(.out(lin_layer_r1[0*64+:64]), .din(sbox_stage3[0*64+:64]), .shift(6'd28));
birotr u_birotr01(.out(lin_layer_r0[1*64+:64]), .din(sbox_stage3[1*64+:64]), .shift(6'd61));
birotr u_birotr11(.out(lin_layer_r1[1*64+:64]), .din(sbox_stage3[1*64+:64]), .shift(6'd38));
birotr u_birotr02(.out(lin_layer_r0[2*64+:64]), .din(sbox_stage3[2*64+:64]), .shift(6'd01));
birotr u_birotr12(.out(lin_layer_r1[2*64+:64]), .din(sbox_stage3[2*64+:64]), .shift(6'd06));
birotr u_birotr03(.out(lin_layer_r0[3*64+:64]), .din(sbox_stage3[3*64+:64]), .shift(6'd10));
birotr u_birotr13(.out(lin_layer_r1[3*64+:64]), .din(sbox_stage3[3*64+:64]), .shift(6'd17));
birotr u_birotr04(.out(lin_layer_r0[4*64+:64]), .din(sbox_stage3[4*64+:64]), .shift(6'd07));
birotr u_birotr14(.out(lin_layer_r1[4*64+:64]), .din(sbox_stage3[4*64+:64]), .shift(6'd40));
reg [320-1:0] lin_layer;
always @* begin
    lin_layer[0*64+:64] =  sbox_stage3[0*64+:64] ^ lin_layer_r0[0*64+:64] ^ lin_layer_r1[0*64+:64];
    lin_layer[1*64+:64] =  sbox_stage3[1*64+:64] ^ lin_layer_r0[1*64+:64] ^ lin_layer_r1[1*64+:64];
    lin_layer[2*64+:64] =  sbox_stage3[2*64+:64] ^ lin_layer_r0[2*64+:64] ^ lin_layer_r1[2*64+:64];
    lin_layer[3*64+:64] =  sbox_stage3[3*64+:64] ^ lin_layer_r0[3*64+:64] ^ lin_layer_r1[3*64+:64];
    lin_layer[4*64+:64] =  sbox_stage3[4*64+:64] ^ lin_layer_r0[4*64+:64] ^ lin_layer_r1[4*64+:64];
end
always @* out = lin_layer;
endmodule
module mixsx32(
    input wire [320-1:0] c,
    input wire [128-1:0] x,
    input wire [10-1:0] d,
    output reg [320-1:0] out
    );
reg [2-1:0] idx0;
reg [32-1:0] xw0;
always @* idx0 = d[0*2+:2];
always @* xw0 = x[idx0*32+:32];
always @* out[0*64+:64] = c[0*64+:64] ^ {{32{1'b0}},xw0};
reg [2-1:0] idx1;
reg [32-1:0] xw1;
always @* idx1 = d[1*2+:2];
always @* xw1 = x[idx1*32+:32];
always @* out[1*64+:64] = c[1*64+:64] ^ {{32{1'b0}},xw1};
reg [2-1:0] idx2;
reg [32-1:0] xw2;
always @* idx2 = d[2*2+:2];
always @* xw2 = x[idx2*32+:32];
always @* out[2*64+:64] = c[2*64+:64] ^ {{32{1'b0}},xw2};
reg [2-1:0] idx3;
reg [32-1:0] xw3;
always @* idx3 = d[3*2+:2];
always @* xw3 = x[idx3*32+:32];
always @* out[3*64+:64] = c[3*64+:64] ^ {{32{1'b0}},xw3};
reg [2-1:0] idx4;
reg [32-1:0] xw4;
always @* idx4 = d[4*2+:2];
always @* xw4 = x[idx4*32+:32];
always @* out[4*64+:64] = c[4*64+:64] ^ {{32{1'b0}},xw4};
endmodule
module accumulate(
    input wire [256-1:0] din,
    input wire [128-1:0] r,
    output reg [128-1:0] out
    );
always @* out = r ^ din[0+:128] ^ {din[128+:32],din[128+32+:96]};
endmodule
module drygascon128(
    input wire clk,
    input wire clk_en,
    input wire rst,
    input wire [31:0] din,
    input wire [3:0] ds,
    input wire wr_i,
    input wire wr_c,
    input wire wr_x,
    input wire [3:0] rounds,
    input wire start,
    input wire rd_r,
    input wire rd_c,
    output reg [31:0] dout,
    output reg idle
    );
localparam C_QWORDS = 5;
localparam X_QWORDS = 2;
localparam R_QWORDS = 2;
localparam CIDX_WIDTH = 3; 
localparam XIDX_WIDTH = 2; 
localparam C_DWORDS = C_QWORDS * 2;
localparam C_WIDTH = C_QWORDS * 64;
localparam X_DWORDS = X_QWORDS * 2;
localparam X_WIDTH = X_QWORDS * 64;
localparam R_DWORDS = R_QWORDS*2;
localparam R_WIDTH = R_QWORDS*64;
reg [C_WIDTH-1:0] c;
reg [X_WIDTH-1:0] x;
reg [R_WIDTH-1:0] r;
reg absorb;
reg [3:0] cnt;
always @(posedge clk) begin
    if(clk_en) begin
        case(1'b1)
        rd_c: dout <= c[cnt*32+:32];
        rd_r: dout <= r[cnt*32+:32];
        default: dout <= {32{1'b0}};
        endcase
    end
end
localparam D_WIDTH = C_QWORDS*XIDX_WIDTH;
localparam MIX_ROUNDS = (R_WIDTH+4+D_WIDTH-1)/D_WIDTH;
reg [D_WIDTH-1:0] d;
wire [C_WIDTH-1:0] mixsx32_out;
reg [C_WIDTH-1:0] core_in;
reg [3:0] core_round;
wire [C_WIDTH-1:0] core_out;
wire [128-1:0] accu_out;
mixsx32 u_mixsx32(.out(mixsx32_out), .c(c), .x(x), .d(d));
always @* core_in = absorb ? mixsx32_out : c;
always @* core_round = absorb ? {4{1'b0}} : cnt;
gascon5_round u_gascon5_round(.out(core_out), .din(core_in), .round(core_round));
accumulate u_accumulate(.out(accu_out), .din(c[0+:256]), .r(r));
localparam STATE_WIDTH = 2;
localparam STATE_IDLE = 2'b00;
localparam STATE_MIX_ENTRY = 2'b01;
localparam STATE_G_ENTRY = 2'b10;
localparam STATE_G_EXIT = 2'b11;
reg [STATE_WIDTH-1:0] state;
always @(posedge clk) begin
    if(clk_en) begin
        if(rst) begin
            state <= STATE_IDLE;
            absorb <= 1'b0;
            cnt <= {4{1'b0}};
            idle <= 1'b1;
        end else begin
            case(state)
            STATE_IDLE: begin
                if(wr_i) begin
                    r[cnt*32+:32] <= din;
                    absorb <= 1'b1;
                end
                if(wr_c) begin
                    c[cnt*32+:32] <= din;
                end
                if(wr_x) begin
                    x <= {din,x[32+:X_WIDTH-32]};
                end
                case(1'b1)
                wr_c,rd_c: cnt <= (cnt + 1'b1) % C_DWORDS;
                wr_x:      cnt <= (cnt + 1'b1) % X_DWORDS;
                wr_i,rd_r: cnt <= (cnt + 1'b1) % R_DWORDS;
                endcase
                if(start) begin
                    if(absorb) begin
                        state <= STATE_MIX_ENTRY;
                        d <= r[0+:D_WIDTH];
                        r <= {{D_WIDTH-4{1'b0}},ds,r[D_WIDTH+:R_WIDTH-D_WIDTH]};
                    end else begin
                        r <= {R_WIDTH{1'b0}};
                        state <= STATE_G_ENTRY;
                    end
                    cnt <= {4{1'b0}};
                    idle <= 1'b0;
                end
            end
            STATE_MIX_ENTRY: begin
                d <= r[0+:D_WIDTH];
                r <= {{D_WIDTH{1'b0}},r[D_WIDTH+:R_WIDTH-D_WIDTH]};
                c <= core_out;
                if(MIX_ROUNDS-2==cnt) begin
                    r <= {R_WIDTH{1'b0}};
                    cnt <= cnt +1'b1; 
                    state <= STATE_G_ENTRY; 
                end else begin
                    cnt <= cnt +1'b1;
                end
            end
            STATE_G_ENTRY: begin
                absorb <= 1'b0;
                c <= core_out;
                if(!absorb && (cnt >= 1)) r <= accu_out;
                if(rounds-1==cnt) begin
                    cnt <= {4{1'b0}};
                    state <= STATE_G_EXIT;
                end else begin
                    cnt <= absorb ? {{3{1'b0}},1'b1} : cnt +1'b1;
                end
            end
            STATE_G_EXIT: begin
                r <= accu_out;
                state <= STATE_IDLE;
                idle <= 1'b1;
            end
            default: begin
            end
            endcase
        end
    end
end
endmodule
`default_nettype wire
```

==> summary.txt <==
Main metrics from the flow reports.

The data required time reported for the critical path is 40160 ps. For this design, the CTS-stage hold fixing added 0 buffers. The total setup buffers inserted after CTS is 0.

Yosys reports a chip area of 0.0566 sq mm. The run reported a max-capacitance violation count of 0. Yosys instantiated no cell more often than sky130_fd_sc_hd__xnor2_1.

Yosys reports the multiplexer fraction of the synthesized area as 0.167. The number of different library cells used by synthesis comes to 69. The core utilization before placement is 0.404. The via count of the first global-routing pass came out at 43600. The total number of warnings across the stage logs came out at 33.

The deepest clock path buffer count is 3. The total clock sinks is 637. Traced cell by cell, the critical path runs through clkdlybuf4s50_1 -> xnor2_1 -> nor2_2 -> buf_4 -> o21ai_2 -> a221o_1 -> clkdlybuf4s50_1.

Yosys reported a register bit count of 637. The worst hold slack after final layout came out at 527 ps. The total via count in the routed design is 45200. At the pin with the least slew margin, the transition time is 1090 ps. Setup repair after global routing left no endpoint under its margin. The main area contributors are sky130_fd_sc_hd__edfxtp_1 (31%), sky130_fd_sc_hd__xnor2_1 (13%), sky130_fd_sc_hd__mux4_2 (8.2%), sky130_fd_sc_hd__xor2_1 (6.9%), sky130_fd_sc_hd__mux2i_1 (4.9%).

Per the placement log, port buffering inserted 76 buffers. The iteration count recorded for the first detailed-route pass is 6. The fraction of the cycle the final worst path needs came out at 0.450. The peak supply drop is 22.8 uV. The relative slew slack is 0.271. Using the TritonRoute via totals, the vias-per-cell ratio works out to 6.11. The H-tree was split into 3 levels.

The biggest cell delay along the critical path is 740 ps. The later pin in the worst-skew pair is clocked with a latency of 770 ps. Walking the critical path from launch to capture passes 7 cell instances. The type recorded for the worst min-delay path is reg -> reg. STA classifies the critical path startpoint as an input port. Of the post-synthesis cell area, the dominant cell type holds 0.311. The number of antenna violations at the first check in global routing is 24. The placement summary gives the final routability congestion estimate as 1.11. For this run, the leading register cell type out of synthesis is sky130_fd_sc_hd__edfxtp_1. The overall overflow remaining after global route is 0. The die height came out at 378 microns. The final critical delay including setup and external delays came out at 22610 ps.

The synthesis-to-finish area growth is 13.0%. The total global-route track usage came out at 0.429. After synthesis, the largest family of logic cells by area is XOR/XNOR gates.

The first element of the critical path is io_apb_PADDR[2]. The count of nets left with antenna violations once routing finished came out at 0. The number of non-filler instances in the completed layout is 7411. The area fraction in xor and xnor cells came out at 0.264. The summed negative setup slack over all endpoints is 0 ps. The final timing report counts setup violations totalling 0. For reference, the placement row count at floorplan is 137. The number of cells traversed by the worst register-to-register path is 12. The cell taking the most area after synthesis is sky130_fd_sc_hd__edfxtp_1. Sorting the synthesized cells by how often they occur yields sky130_fd_sc_hd__xnor2_1 (856), sky130_fd_sc_hd__nand2_1 (664), sky130_fd_sc_hd__edfxtp_1 (586).

The die width came out at 378 microns. The number of instances in the synthesized netlist is 5281. The leakage power is 23.5 nW.

In this run, the synthesized area fraction spent on and/or/nand/nor cells is recorded as 0.0732. The sequential-to-total area share from yosys stat came out at 0.330. Looking at the worst setup and hold paths, the clock pins of their registers show a slew of 60 ps.

Looking at the setup timing report, the critical path kind is in -> out. The final setup skew came out at 44.5 ps. The number of synthesized flops with an enable pin is 586.

The cell count in the Yosys report came out at 5281. The first global-routing pass estimated 386 mm of wire. The fraction of the mapped netlist area in adder cells is 0.0393. The dominant cell type by count on the critical path is sky130_fd_sc_hd__clkdlybuf4s50_1. Per the final layout report, the fraction of cells sized above drive strength 1 comes to 0.181. Per the timing report, the most critical flop-to-flop path originates at core.absorb$_SDFFE_PP0P_. According to the I/O placement log, the pin count is 79. The count of routing violations after the opening detailed-route iteration came out at 4646. During synthesis, Yosys emitted a total of 6 warnings. The worst-path maximum fanout came out at 33. In the final report, the number of pins over their slew limit comes to 0. The post-CTS resize count came out at 0. The TritonCTS buffer count is 85.

After filler insertion, the fill cell instance count of the layout stands at 12900. The cell sitting at the root of the clock tree is a sky130_fd_sc_hd__clkbuf_16. In this design, the largest share of critical-path delay is due to buffers and inverters. The instance count after placement with tap cells included is 7247. The reg-to-reg critical path endpoint is core.c[197]$_DFFE_PP_. After floorplanning, the die was sized to cover 0.143 sq mm. The capture point of the critical path is io_apb_PRDATA[2]. Static timing analysis puts the maximum clock frequency at 0.0442 GHz.

The worst path arrival time came out at 12570 ps. The floorplan step defined a core boundary enclosing 0.140 sq mm. The cell area that synthesis handed to floorplanning was 0.0566 sq mm. Entering global routing, the biggest net connects 104 pins. The number of hold violations in the final report came out at 0. The overall routed net length came out at 290 mm. The critical path endpoint category is an output pin. Per the synthesis report, the AND-OR/OR-AND share of the synthesized area is 0.0906. The buffer-and-inverter tally for the worst setup path came out at 3.

The register-to-register path setup slack is 44970 ps. The routed length per instance is 39.1 microns. The cell with the largest stage delay on the worst path is sky130_fd_sc_hd__o21ai_2. Per the synth stats, the proportion of register bits with asynchronous set or reset is 0.0141. The post-synthesis area per instance is 10.7 sq um. TritonRoute reported its final design rule violation total as 0. The detailed placement HPWL came out at 221 mm.

The run finished with clean final reports. The clock tree from TritonCTS is done. The total power per unit cell area came out at 19.4 mW/mm^2.
## cell families (layout without fill, tap and decap cells)
| group | count (synthesis) | count (layout) |
|---|---|---|
| other | 2 | 7 |
| xor gates and xnor gates | 1478 | 1478 |
| buffers and inverters | 502 | 751 |
| adders and majority gates | 188 | 188 |
| and+or+nand+nor | 1027 | 1027 |
| muxes | 654 | 654 |
| DFF | 637 | 637 |
| AOI/OAI and AO/OA | 793 | 793 |
## through the flow
step,worst slack [ps],util,power [W],area (sq um)
finish,27590,0.457,0.00124,64000
global route,27390,0.457,0.00127,64000
CTS,27550,0.457,0.00125,64000
detailed placement,27540,0.437,0.000619,61200
global placement,27640,0.437,0.000619,61200
floorplan,14820,-,0.000600,56600
## area by class of cell
type	count	area, sq um	area share
Antenna cell	5	12.5	0.000195
Tap cell	1876	2350	0.0367
Multi-Input combinational cell	4142	36200	0.566
Clock buffer	127	2400	0.0376
Sequential cell	637	18700	0.292
Clock inverter	32	363	0.00567
Inverter	175	657	0.0103
Timing Repair Buffer	417	3350	0.0523
## cell usage in the layout, fill, tap and decap left out, types with 50 or more instances in the layout
| cell type | netlist | routed |
|---|---|---|
| sky130_fd_sc_hd__ha_1 | 138 | 138 |
| sky130_fd_sc_hd__xnor2_1 | 856 | 838 |
| sky130_fd_sc_hd__a21oi_1 | 180 | 179 |
| sky130_fd_sc_hd__a22oi_1 | 67 | 67 |
| sky130_fd_sc_hd__o22ai_1 | 64 | 64 |
| sky130_fd_sc_hd__nor2_1 | 241 | 237 |
| sky130_fd_sc_hd__a31oi_1 | 87 | 87 |
| sky130_fd_sc_hd__nand2_1 | 664 | 661 |
| sky130_fd_sc_hd__o21ai_0 | 159 | 158 |
| sky130_fd_sc_hd__mux2i_1 | 280 | 280 |
| sky130_fd_sc_hd__maj3_1 | 50 | 50 |
| sky130_fd_sc_hd__o221ai_1 | 122 | 122 |
| sky130_fd_sc_hd__edfxtp_1 | 586 | 586 |
| sky130_fd_sc_hd__mux4_2 | 205 | 205 |
| sky130_fd_sc_hd__inv_1 | 175 | 175 |
| sky130_fd_sc_hd__clkbuf_16 | 0 | 85 |
| sky130_fd_sc_hd__clkdlybuf4s50_1 | 0 | 76 |
| sky130_fd_sc_hd__xor2_1 | 448 | 444 |
| sky130_fd_sc_hd__xnor2_2 | 42 | 60 |
| sky130_fd_sc_hd__mux2_2 | 160 | 160 |
| sky130_fd_sc_hd__buf_4 | 11 | 339 |
## how the worst min path moves through the flow
stage | startpoint | to | slack (ps) | cells past startpoint
after CTS | core.r[9]$_DFFE_PP_ | core.d[9]$_DFFE_PP_ | 520 | 0
after global routing | core.r[9]$_DFFE_PP_ | core.d[9]$_DFFE_PP_ | 550 | 0
final | core.r[9]$_DFFE_PP_ | core.d[9]$_DFFE_PP_ | 530 | 0
## power breakdown
part           leakage [nW]  total (W)  internal [W]  switching [W]
combinational          16.5  0.0000366     0.0000130      0.0000237
sequential             5.72   0.000573      0.000572    0.000000466
clock                  1.35   0.000634      0.000359       0.000275
## per-layer routing
metal | GRT usage | part of all wire
met1 | 0.545 | 0.36
met2 | 0.565 | 0.40
met3 | 0.266 | 0.16
met4 | 0.238 | 0.074
met5 | 0.0285 | 0.0022
## registers in the layout (all words and copies together), names as in the netlist
register and cells:
core.cnt 4, ds 4, core.state 4, core.x 128, core.absorb 1, core.dout 32, core.r 128, start 1
core.c 320, core.d 10, rounds 4, core.idle 1
Power figures rest on the tool's default switching activity, not on a simulated workload.
