<file path="config.mk">
export PLATFORM = sky130hd
export DESIGN_NAME = wrapper
export DESIGN_NICKNAME = wrapper
export VERILOG_FILES = /design/flow/design.v
export SDC_FILE = /design/flow/constraint.sdc
export NUM_CORES = 4
export LEC_CHECK = 1
export CORE_UTILIZATION = 50
</file>
<file path="constraint.sdc">
current_design wrapper

set clk_period 48.8
set clk_io_pct 0.2

create_clock -name clk0 -period $clk_period [get_ports {clk}]

set non_clock_inputs [all_inputs -no_clocks]
set_input_delay [expr $clk_period * $clk_io_pct] -clock clk0 $non_clock_inputs
set_output_delay [expr $clk_period * $clk_io_pct] -clock clk0 [all_outputs]
</file>
<file path="design.v">
`default_nettype none
module wrapper(
    input wire clk,
    input wire tc, 
    input wire ts, 
    input wire di,
    output reg do  
);
localparam INPUT_WIDTH = 1+32+4+3+4+3;
localparam OUTPUT_WIDTH = 32+1;
localparam IOS_WIDTH = OUTPUT_WIDTH+INPUT_WIDTH;
wire io_mode = tc | ts;
reg clk_en;
always @(posedge clk) clk_en <= ~io_mode;
reg rst;
reg [31:0] din;
reg [3:0] ds;
reg wr_i;
reg wr_c;
reg wr_x;
reg [3:0] rounds;
reg start;
reg rd_r;
reg rd_c;
wire [31:0] dout;
wire idle;
drygascon128 u_impl(
    .clk(clk),
    .clk_en(clk_en),
    .rst(rst),
    .din(din),
    .ds(ds),
    .wr_i(wr_i),
    .wr_c(wr_c),
    .wr_x(wr_x),
    .rounds(rounds),
    .start(start),
    .rd_r(rd_r),
    .rd_c(rd_c),
    .dout(dout),
    .idle(idle)
);
reg [IOS_WIDTH-1:0] ios;
always @(*) begin
    {rst,din,ds,wr_i,wr_c,wr_x,rounds,start,rd_r,rd_c} = ios[0+:INPUT_WIDTH];
end
always @(posedge clk) do <= io_mode ? ios[IOS_WIDTH-1] : idle;
wire [OUTPUT_WIDTH-1:0] captured_output = ios[INPUT_WIDTH+:OUTPUT_WIDTH];
always @(posedge clk) begin
    if(io_mode) begin
        if(tc) ios[INPUT_WIDTH+:OUTPUT_WIDTH] <= {idle,dout};
        else if(ts) ios <= {ios[0+:IOS_WIDTH-1],di};
    end
end
endmodule
`default_nettype wire
`timescale 1ns / 1ps
`default_nettype none
module birotr(
    input wire [64-1:0] din,
    input wire [ 6-1:0] shift,
    output reg [64-1:0] out
    );
wire [32-1:0] i0 = din[0*32+:32];
wire [32-1:0] i1 = din[1*32+:32];
wire [ 6-1:0] shift2 = shift>>1;
wire [ 6-1:0] shift3 = (shift2 + 1'b1) % 6'd32;
always @* begin
    if(shift & 1'b1) begin
        out[ 0+:32] = (i1>>shift2) | (i1 << (6'd32-shift2));
        out[32+:32] = (i0>>shift3) | (i0 << (6'd32-shift3));
    end else begin
        out[ 0+:32] = (i0>>shift2) | (i0 << (6'd32-shift2));
        out[32+:32] = (i1>>shift2) | (i1 << (6'd32-shift2));
    end
end
endmodule
module gascon5_round(
    input wire [320-1:0] din,
    input wire [4-1:0] round,
    output reg [320-1:0] out
    );
wire [5*6-1:0] rot_lut0 = {6'd07,6'd10,6'd01,6'd61,6'd19};
wire [5*6-1:0] rot_lut1 = {6'd40,6'd17,6'd06,6'd38,6'd28};
reg [7:0] round_constant;
always @* round_constant = (((4'hf - round)<<4) | round);
reg [320-1:0] add_constant_out;
always @* add_constant_out = din ^ {{5*64-8-2*64{1'b0}},round_constant,{2*64{1'b0}}};
reg [320-1:0] sbox_stage0;
always @* begin
    sbox_stage0 = add_constant_out;
    sbox_stage0[0*64+:64] =  add_constant_out[0*64+:64] ^ add_constant_out[4*64+:64];
    sbox_stage0[2*64+:64] =  add_constant_out[2*64+:64] ^ add_constant_out[1*64+:64];
    sbox_stage0[4*64+:64] =  add_constant_out[4*64+:64] ^ add_constant_out[3*64+:64];
end
reg [320-1:0] t;
always @* begin
    t[0*64+:64] =  (~sbox_stage0[0*64+:64]) & sbox_stage0[1*64+:64];
    t[1*64+:64] =  (~sbox_stage0[1*64+:64]) & sbox_stage0[2*64+:64];
    t[2*64+:64] =  (~sbox_stage0[2*64+:64]) & sbox_stage0[3*64+:64];
    t[3*64+:64] =  (~sbox_stage0[3*64+:64]) & sbox_stage0[4*64+:64];
    t[4*64+:64] =  (~sbox_stage0[4*64+:64]) & sbox_stage0[0*64+:64];
end
reg [320-1:0] sbox_stage1;
always @* begin
    sbox_stage1[0*64+:64] =  sbox_stage0[0*64+:64] ^ t[1*64+:64];
    sbox_stage1[1*64+:64] =  sbox_stage0[1*64+:64] ^ t[2*64+:64];
    sbox_stage1[2*64+:64] =  sbox_stage0[2*64+:64] ^ t[3*64+:64];
    sbox_stage1[3*64+:64] =  sbox_stage0[3*64+:64] ^ t[4*64+:64];
    sbox_stage1[4*64+:64] =  sbox_stage0[4*64+:64] ^ t[0*64+:64];
end
reg [320-1:0] sbox_stage2;
always @* begin
    sbox_stage2 = sbox_stage1;
    sbox_stage2[1*64+:64] =  sbox_stage1[1*64+:64] ^ sbox_stage1[0*64+:64];
    sbox_stage2[3*64+:64] =  sbox_stage1[3*64+:64] ^ sbox_stage1[2*64+:64];
    sbox_stage2[0*64+:64] =  sbox_stage1[0*64+:64] ^ sbox_stage1[4*64+:64];
end
reg [320-1:0] sbox_stage3;
always @* begin
    sbox_stage3 = sbox_stage2;
    sbox_stage3[2*64+:64] = ~sbox_stage2[2*64+:64];
end
wire [320-1:0] lin_layer_r0;
wire [320-1:0] lin_layer_r1;
birotr u_birotr00(.out(lin_layer_r0[0*64+:64]), .din(sbox_stage3[0*64+:64]), .shift(6'd19));
birotr u_birotr10(.out(lin_layer_r1[0*64+:64]), .din(sbox_stage3[0*64+:64]), .shift(6'd28));
birotr u_birotr01(.out(lin_layer_r0[1*64+:64]), .din(sbox_stage3[1*64+:64]), .shift(6'd61));
birotr u_birotr11(.out(lin_layer_r1[1*64+:64]), .din(sbox_stage3[1*64+:64]), .shift(6'd38));
birotr u_birotr02(.out(lin_layer_r0[2*64+:64]), .din(sbox_stage3[2*64+:64]), .shift(6'd01));
birotr u_birotr12(.out(lin_layer_r1[2*64+:64]), .din(sbox_stage3[2*64+:64]), .shift(6'd06));
birotr u_birotr03(.out(lin_layer_r0[3*64+:64]), .din(sbox_stage3[3*64+:64]), .shift(6'd10));
birotr u_birotr13(.out(lin_layer_r1[3*64+:64]), .din(sbox_stage3[3*64+:64]), .shift(6'd17));
birotr u_birotr04(.out(lin_layer_r0[4*64+:64]), .din(sbox_stage3[4*64+:64]), .shift(6'd07));
birotr u_birotr14(.out(lin_layer_r1[4*64+:64]), .din(sbox_stage3[4*64+:64]), .shift(6'd40));
reg [320-1:0] lin_layer;
always @* begin
    lin_layer[0*64+:64] =  sbox_stage3[0*64+:64] ^ lin_layer_r0[0*64+:64] ^ lin_layer_r1[0*64+:64];
    lin_layer[1*64+:64] =  sbox_stage3[1*64+:64] ^ lin_layer_r0[1*64+:64] ^ lin_layer_r1[1*64+:64];
    lin_layer[2*64+:64] =  sbox_stage3[2*64+:64] ^ lin_layer_r0[2*64+:64] ^ lin_layer_r1[2*64+:64];
    lin_layer[3*64+:64] =  sbox_stage3[3*64+:64] ^ lin_layer_r0[3*64+:64] ^ lin_layer_r1[3*64+:64];
    lin_layer[4*64+:64] =  sbox_stage3[4*64+:64] ^ lin_layer_r0[4*64+:64] ^ lin_layer_r1[4*64+:64];
end
always @* out = lin_layer;
endmodule
module mixsx32(
    input wire [320-1:0] c,
    input wire [128-1:0] x,
    input wire [10-1:0] d,
    output reg [320-1:0] out
    );
reg [2-1:0] idx0;
reg [32-1:0] xw0;
always @* idx0 = d[0*2+:2];
always @* xw0 = x[idx0*32+:32];
always @* out[0*64+:64] = c[0*64+:64] ^ {{32{1'b0}},xw0};
reg [2-1:0] idx1;
reg [32-1:0] xw1;
always @* idx1 = d[1*2+:2];
always @* xw1 = x[idx1*32+:32];
always @* out[1*64+:64] = c[1*64+:64] ^ {{32{1'b0}},xw1};
reg [2-1:0] idx2;
reg [32-1:0] xw2;
always @* idx2 = d[2*2+:2];
always @* xw2 = x[idx2*32+:32];
always @* out[2*64+:64] = c[2*64+:64] ^ {{32{1'b0}},xw2};
reg [2-1:0] idx3;
reg [32-1:0] xw3;
always @* idx3 = d[3*2+:2];
always @* xw3 = x[idx3*32+:32];
always @* out[3*64+:64] = c[3*64+:64] ^ {{32{1'b0}},xw3};
reg [2-1:0] idx4;
reg [32-1:0] xw4;
always @* idx4 = d[4*2+:2];
always @* xw4 = x[idx4*32+:32];
always @* out[4*64+:64] = c[4*64+:64] ^ {{32{1'b0}},xw4};
endmodule
module accumulate(
    input wire [256-1:0] din,
    input wire [128-1:0] r,
    output reg [128-1:0] out
    );
always @* out = r ^ din[0+:128] ^ {din[128+:32],din[128+32+:96]};
endmodule
module drygascon128(
    input wire clk,
    input wire clk_en,
    input wire rst,
    input wire [31:0] din,
    input wire [3:0] ds,
    input wire wr_i,
    input wire wr_c,
    input wire wr_x,
    input wire [3:0] rounds,
    input wire start,
    input wire rd_r,
    input wire rd_c,
    output reg [31:0] dout,
    output reg idle
    );
localparam C_QWORDS = 5;
localparam X_QWORDS = 2;
localparam R_QWORDS = 2;
localparam CIDX_WIDTH = 3; 
localparam XIDX_WIDTH = 2; 
localparam C_DWORDS = C_QWORDS * 2;
localparam C_WIDTH = C_QWORDS * 64;
localparam X_DWORDS = X_QWORDS * 2;
localparam X_WIDTH = X_QWORDS * 64;
localparam R_DWORDS = R_QWORDS*2;
localparam R_WIDTH = R_QWORDS*64;
reg [C_WIDTH-1:0] c;
reg [X_WIDTH-1:0] x;
reg [R_WIDTH-1:0] r;
reg absorb;
reg [3:0] cnt;
always @(posedge clk) begin
    if(clk_en) begin
        case(1'b1)
        rd_c: dout <= c[cnt*32+:32];
        rd_r: dout <= r[cnt*32+:32];
        default: dout <= {32{1'b0}};
        endcase
    end
end
localparam D_WIDTH = C_QWORDS*XIDX_WIDTH;
localparam MIX_ROUNDS = (R_WIDTH+4+D_WIDTH-1)/D_WIDTH;
reg [D_WIDTH-1:0] d;
wire [C_WIDTH-1:0] mixsx32_out;
reg [C_WIDTH-1:0] core_in;
reg [3:0] core_round;
wire [C_WIDTH-1:0] core_out;
wire [128-1:0] accu_out;
mixsx32 u_mixsx32(.out(mixsx32_out), .c(c), .x(x), .d(d));
always @* core_in = absorb ? mixsx32_out : c;
always @* core_round = absorb ? {4{1'b0}} : cnt;
gascon5_round u_gascon5_round(.out(core_out), .din(core_in), .round(core_round));
accumulate u_accumulate(.out(accu_out), .din(c[0+:256]), .r(r));
localparam STATE_WIDTH = 2;
localparam STATE_IDLE = 2'b00;
localparam STATE_MIX_ENTRY = 2'b01;
localparam STATE_G_ENTRY = 2'b10;
localparam STATE_G_EXIT = 2'b11;
reg [STATE_WIDTH-1:0] state;
always @(posedge clk) begin
    if(clk_en) begin
        if(rst) begin
            state <= STATE_IDLE;
            absorb <= 1'b0;
            cnt <= {4{1'b0}};
            idle <= 1'b1;
        end else begin
            case(state)
            STATE_IDLE: begin
                if(wr_i) begin
                    r[cnt*32+:32] <= din;
                    absorb <= 1'b1;
                end
                if(wr_c) begin
                    c[cnt*32+:32] <= din;
                end
                if(wr_x) begin
                    x <= {din,x[32+:X_WIDTH-32]};
                end
                case(1'b1)
                wr_c,rd_c: cnt <= (cnt + 1'b1) % C_DWORDS;
                wr_x:      cnt <= (cnt + 1'b1) % X_DWORDS;
                wr_i,rd_r: cnt <= (cnt + 1'b1) % R_DWORDS;
                endcase
                if(start) begin
                    if(absorb) begin
                        state <= STATE_MIX_ENTRY;
                        d <= r[0+:D_WIDTH];
                        r <= {{D_WIDTH-4{1'b0}},ds,r[D_WIDTH+:R_WIDTH-D_WIDTH]};
                    end else begin
                        r <= {R_WIDTH{1'b0}};
                        state <= STATE_G_ENTRY;
                    end
                    cnt <= {4{1'b0}};
                    idle <= 1'b0;
                end
            end
            STATE_MIX_ENTRY: begin
                d <= r[0+:D_WIDTH];
                r <= {{D_WIDTH{1'b0}},r[D_WIDTH+:R_WIDTH-D_WIDTH]};
                c <= core_out;
                if(MIX_ROUNDS-2==cnt) begin
                    r <= {R_WIDTH{1'b0}};
                    cnt <= cnt +1'b1; 
                    state <= STATE_G_ENTRY; 
                end else begin
                    cnt <= cnt +1'b1;
                end
            end
            STATE_G_ENTRY: begin
                absorb <= 1'b0;
                c <= core_out;
                if(!absorb && (cnt >= 1)) r <= accu_out;
                if(rounds-1==cnt) begin
                    cnt <= {4{1'b0}};
                    state <= STATE_G_EXIT;
                end else begin
                    cnt <= absorb ? {{3{1'b0}},1'b1} : cnt +1'b1;
                end
            end
            STATE_G_EXIT: begin
                r <= accu_out;
                state <= STATE_IDLE;
                idle <= 1'b1;
            end
            default: begin
            end
            endcase
        end
    end
end
endmodule
`default_nettype wire
</file>
<file path="run.sh">
#!/bin/bash
# OpenROAD 26Q1-2900-gdf79404cd8, Yosys 0.63+post, stock flow scripts
make -C /OpenROAD-flow-scripts/flow DESIGN_CONFIG=/design/flow/config.mk WORK_HOME=/design/flow/orfs finish
</file>
==> design notes <==
The flow ran to the end, and the final reports show no timing, DRC or antenna violations. With the post-synth tally of flip-flops with integrated enable at 704, the synthesis area per yosys is 0.0593 mm^2. The area share of and/or/nand/nor cells after synthesis was 0.0706; the standby leakage power was 24.5 nW. The number of max-capacitance violations reported is 0. The tools report the number of placed cells counting well taps as 6,869. On the worst setup and hold paths after CTS, the clock-pin slew comes to 0.06 ns. The final cycle utilization of the critical path is 0.230, and the xor and xnor fraction of the mapped netlist area is 0.251. For the global router's overall resource usage, the log shows 0.496. In this run the power density over the cells is 37.8 mW/mm^2. For the starting density of the core, the log shows 0.503.

The completed layout was analyzed and its total power is 2.48 mW. The top fanout value on the critical path came out at 1. The first global-routing pass estimated 373,000 um of wire. Yosys printed 6 warnings. Among cell families on the critical path, the largest total delay comes from buffers and inverters. Setup repair after global routing left no endpoint under its margin. With the mux contribution to synthesized area at 0.169, the worst clock skew is 0.0408 ns. Clock tree synthesis selected as its root buffer the cell sky130_fd_sc_hd__clkbuf_16.

The run gives 8 for the number of iterations in the first detailed-routing pass. Looking at hold timing, the worst path starts from ios[17]$_DFFE_PP_. The power report lists cell-internal power as 1.49 mW.

The power dissipated by switching net loads is 0.995 mW. The script logs the mean routed wire length per placed instance as 39.4 um. The OpenROAD report gives the critical path a data arrival time of 1.49 ns. According to the floorplan report, the die width is 347 um. Post-CTS repair changed the size of 0 cells. The final total negative setup slack was 0 ns.

Capturing point of the worst reg2reg path: u_impl.c[210]$_DFFE_PP_. In the final layout, the multi-input gates occupy 0.0363 mm^2. In this run, post-CTS hold repair placed 0 buffers. The slowest stage of the critical path is the sky130_fd_sc_hd__clkdlybuf4s50_1 cell.

Timing would allow up to 0.0889 GHz. Worst hold-check path type: flop to flop. The run gives 45.7k as the via count. For the total wire length after detailed routing, the log shows 278,000 um. The compound-cell area share of the yosys netlist was 0.0794.

The synthesized netlist was found by Yosys to have 5,314 cells. Power share of the sequential group: 0.304. STA classifies the critical path endpoint as an output pin.

Class of the most critical setup path: flop to output pin. The standard-cell row count came out at 126. For reference, the critical path cell chain is clkdlybuf4s50_1. According to the I/O placement log, the pin count is 5. The tools report the element type at the critical path start as a flop. The buffer-and-inverter tally for the worst setup path was 1.

The run gives 0 for the remaining antenna violation count. The shortest clock period the worst path allows after layout was 11.25 ns. The number of DRC markers in iteration 0 came out at 4,225. After the flow finishes, the layout carries non-filler instances totaling 7,056.

The tools report the maximum number of pins on one net before global-route repair as 83. For the worst-skew pair, the clock arrives at the later sink with an insertion delay of 0.74 ns. The run gives 0.0303 mV as the maximum VDD drop.

In the Yosys stats the netlist draws on 70 distinct library cells. After clock tree synthesis, the setup repair step added 0 buffers. In this run the full chip footprint comes out at 0.120 mm^2. The tools report the relative slew slack as 0.230. The core region is 0.118 mm^2. The async set-or-reset flop fraction in the synthesized netlist is 0, and the clock power share is 0.274.

The run gives 0.0376 for the adder and majority cell fraction of the synthesized area. The run gives 3 for the buffer levels on the longest clock path. With the number of clock buffers inserted by TritonCTS at 90, the logic gate share of total power is 0.421. The dominant synthesized flop cell is sky130_fd_sc_hd__edfxtp_1.

The via count of the first global-routing pass came out at 43.7k. Setup-violating endpoint count in the final report: 0. In this run the register-to-register setup slack is 44.23 ns. With the number of levels in the clock H-tree at 3, the setup slack of the critical path after layout is 37.55 ns. Measured in cells, the most critical reg-to-reg path has a length of 11. At the end of routability-driven placement, the weighted congestion stood at 1.13. The switching power as a share of total power was 0.401; the transition at the pin with the smallest max-transition slack was 1.14 ns. The run gives 0.556 for the final cell utilization of the core. Between the synthesized netlist and the finished layout, the area growth was recorded as 10.5%. Endpoints failing hold in the final report were tallied at 0. With the synthesized area divided by synthesized cell count at 11.2 um^2, the final tally of max-slew violations is 0. The number of storage elements in the synthesis netlist was 710; the stage delay of the slowest cell on the critical path was 0.45 ns.

The number of cells on the worst hold path is listed as 0. The required time of the critical path is 39.04 ns. The number of port buffers is 4, and the area taken by flip-flops and latches is 0.0213 mm^2.

The fraction of final layout cells with drive strength greater than 1 came out at 0.176. The dominant combinational cell family by area after synthesis is XOR/XNOR gates. Prior to clock tree synthesis, the placed netlist has a worst setup slack of 37.38 ns. The endpoint of the worst hold path is reported as ios[18]$_DFFE_PP_. The run gives 25 for the initial antenna violation count. The worst reg2reg path startpoint is u_impl.absorb$_SDFFCE_PP0P_.

With the number of instances in the synthesized netlist at 5,314, the detailed placer's ending HPWL is 209,000 um. The die is 347 um tall. Global routing finished with a remaining overflow of 0. The logs give a warning total of 30.

The tools report the remaining design rule violation count as 0. The layout has 9,953 filler cells. The routed via count divided by cell count is 6.47. Before any placement, the netlist area is recorded as 0.0593 mm^2.

The number of clock sinks came out at 710. TritonCTS built the clock tree. The run gives 0.358 for the sequential element share of the synthesized area.
==> synthesized netlist by cell type, types with 14 or more instances <==
| cell | instances | area [um^2] |
|---|---|---|
| sky130_fd_sc_hd__a211oi_1 | 14 | 105 |
| sky130_fd_sc_hd__a21oi_1 | 134 | 671 |
| sky130_fd_sc_hd__a22o_1 | 33 | 289 |
| sky130_fd_sc_hd__a22oi_1 | 35 | 263 |
| sky130_fd_sc_hd__a31oi_1 | 98 | 613 |
| sky130_fd_sc_hd__and2_1 | 15 | 93.8 |
| sky130_fd_sc_hd__buf_1 | 28 | 105 |
| sky130_fd_sc_hd__buf_2 | 33 | 165 |
| sky130_fd_sc_hd__buf_6 | 15 | 169 |
| sky130_fd_sc_hd__clkbuf_1 | 225 | 845 |
| sky130_fd_sc_hd__edfxtp_1 | 704 | 21100 |
| sky130_fd_sc_hd__ha_1 | 138 | 1730 |
| sky130_fd_sc_hd__inv_1 | 144 | 541 |
| sky130_fd_sc_hd__maj3_1 | 49 | 490 |
| sky130_fd_sc_hd__mux2_2 | 162 | 1820 |
| sky130_fd_sc_hd__mux2i_1 | 342 | 3420 |
| sky130_fd_sc_hd__mux4_1 | 16 | 420 |
| sky130_fd_sc_hd__mux4_2 | 193 | 4350 |
| sky130_fd_sc_hd__nand2_1 | 676 | 2540 |
| sky130_fd_sc_hd__nand2b_1 | 17 | 106 |
| sky130_fd_sc_hd__nor2_1 | 246 | 923 |
| sky130_fd_sc_hd__nor2b_1 | 16 | 100 |
| sky130_fd_sc_hd__o21ai_0 | 199 | 996 |
| sky130_fd_sc_hd__o21ai_1 | 23 | 115 |
| sky130_fd_sc_hd__o221ai_1 | 122 | 1070 |
| sky130_fd_sc_hd__o22ai_1 | 36 | 225 |
| sky130_fd_sc_hd__xnor2_1 | 848 | 7430 |
| sky130_fd_sc_hd__xnor2_2 | 36 | 586 |
| sky130_fd_sc_hd__xnor3_1 | 53 | 1190 |
| sky130_fd_sc_hd__xor2_1 | 453 | 3970 |
| sky130_fd_sc_hd__xor2_2 | 29 | 472 |
| sky130_fd_sc_hd__xor3_1 | 44 | 1050 |
==> power groups by stage <==
stage / sequential, mW / combinational, mW / clock (mW)
6_report: 0.754 / 1.05 / 0.681
5_1_grt: 0.756 / 1.06 / 0.706
4_1_cts: 0.753 / 1.00 / 0.686
==> layout by cell type (no fill, tap or decap), drive strengths merged, types with 7 or more instances in the layout <==
cell type and n:
nand2 680, xor2 484, o22ai 49, diode 23, and2 15, or2 7, xnor3 57, ha 138
clkinv 39, nand3 11, a22o 33, o221ai 122, buf 338, maj3 50, xor3 45, mux4 209
clkbuf 112, mux2 162, xnor2 884, o21ai 222, nand2b 19, a31oi 98, nor2 249, a21oi 134
a22oi 35, bufinv 7, edfxtp 704, nor3b 9, a211oi 14, inv 148, nor2b 16, mux2i 342
nor3 11
==> layout make-up <==
type,count,area share
Tap cell,1536,0.0293
Sequential cell,710,0.324
Multi-Input combinational cell,4137,0.554
Clock buffer,112,0.0356
Clock inverter,52,0.00843
Antenna cell,23,0.000878
Inverter,145,0.00830
Timing Repair Buffer,341,0.0393
==> state kept, by name (all words and copies together), names as in the netlist <==
name / count
clk_en: 1
do: 1
ios: 80
u_impl.absorb: 1
u_impl.c: 320
u_impl.cnt: 4
u_impl.d: 10
u_impl.dout: 32
u_impl.idle: 1
u_impl.r: 128
u_impl.state: 4
u_impl.x: 128
==> cell families after synthesis <==
kind of cell               Yosys count
xor gates and xnor gates          1470
muxes                              713
DFF                                710
buffers and inverters              467
adders and majority gates          188
and+or+nand+nor                   1037
AOI/OAI and AO/OA                  729
==> per-layer routing <==
metal  part of all wire  track usage
met1               0.34        0.611
met4              0.075        0.281
met3               0.18        0.351
met5             0.0020       0.0224
met2               0.41        0.645
==> worst max path at each step <==
stage         startpoint  to  slack (ns)  depth (start not counted)
finish        do$_DFF_P_  do       37.55                          1
CTS           do$_DFF_P_  do       37.51                          1
global route  do$_DFF_P_  do       37.51                          1
==> metrics by stage <==
stage | cell area [um^2] | hold slack [ns]
after floorplan | 59300 | 0.424
after global placement | 62600 | 0.432
after detailed placement | 62600 | 0.437
after CTS | 65500 | 0.450
after global routing | 65500 | 0.466
final | 65600 | 0.451
No activity file was given, so power comes from the tool's default toggle rates.
